==> design.v <==
package Pipe_Buf_Reg_PKG;
  typedef struct packed {
    logic [8:0]  Curr_Pc;
    logic [31:0] Curr_Instr;
  } if_id_reg;
  typedef struct packed {
    logic        ALUSrc;
    logic        MemtoReg;
    logic        RegWrite;
    logic        MemRead;
    logic        MemWrite;
    logic [1:0]  ALUOp;
    logic        Branch;
    logic        JalSel;
    logic        JalrSel;
    logic [8:0]  Curr_Pc;
    logic [31:0] RD_One;
    logic [31:0] RD_Two;
    logic [4:0]  RS_One;
    logic [4:0]  RS_Two;
    logic [4:0]  rd;
    logic [31:0] ImmG;
    logic [2:0]  func3;
    logic [6:0]  func7;
    logic [31:0] Curr_Instr;
  } id_ex_reg;
  typedef struct packed {
    logic        RegWrite;
    logic        MemtoReg;
    logic        MemRead;
    logic        MemWrite;
    logic [31:0] Pc_Imm;
    logic [31:0] Pc_Four;
    logic [31:0] Imm_Out;
    logic [31:0] Alu_Result;
    logic [31:0] RD_Two;
    logic [4:0]  rd;
    logic [2:0]  func3;
    logic [6:0]  func7;
    logic [31:0] Curr_Instr;
  } ex_mem_reg;
  typedef struct packed {
    logic        RegWrite;
    logic        MemtoReg;
    logic [31:0] Pc_Imm;
    logic [31:0] Pc_Four;
    logic [31:0] Imm_Out;
    logic [31:0] Alu_Result;
    logic [31:0] MemReadData;
    logic [4:0]  rd;
    logic [31:0] Curr_Instr;
  } mem_wb_reg;
endpackage
`timescale 1ns / 1ps
module BranchUnit #(
    parameter PC_W = 9
) (
    input logic [PC_W-1:0] Cur_PC,
    input logic [31:0] Imm,
    input logic Branch,
    input logic JalSel,
    input logic JalrSel,
    input logic [31:0] ResultA,
    input logic [31:0] AluResult,
    output logic [31:0] PC_Imm,
    output logic [31:0] PC_Four,
    output logic [31:0] BrPC,
    output logic PcSel
);
  logic Branch_Sel;
  logic [31:0] PC_Full;
  assign PC_Full = {23'b0, Cur_PC};
  assign PC_Imm = (JalrSel) ? ResultA + Imm : PC_Full + Imm;
  assign PC_Four = PC_Full + 32'b100;
  assign Branch_Sel = (Branch && AluResult[0]) || (JalSel);   
  assign BrPC = (Branch_Sel) ? PC_Imm : 32'b0;   
  assign PcSel = Branch_Sel;   
endmodule
==> run.sh <==
#!/bin/bash
# OpenROAD 26Q1-2900-gdf79404cd8, Yosys 0.63+post, stock flow scripts
make -C /OpenROAD-flow-scripts/flow DESIGN_CONFIG=/design/flow/config.mk WORK_HOME=/design/flow/orfs finish
==> config.mk <==
export PLATFORM = sky130hd
export DESIGN_NAME = BranchUnit
export DESIGN_NICKNAME = BranchUnit
export VERILOG_FILES = /design/flow/design.v
export SDC_FILE = /design/flow/constraint.sdc
export NUM_CORES = 4
export LEC_CHECK = 1
export CORE_AREA = 10 10 114 114
export DIE_AREA = 0 0 124 124
==> constraint.sdc <==
current_design BranchUnit

set clk_period 27.0
set clk_io_pct 0.2

create_clock -name clk0 -period $clk_period

set non_clock_inputs [all_inputs -no_clocks]
set_input_delay [expr $clk_period * $clk_io_pct] -clock clk0 $non_clock_inputs
set_output_delay [expr $clk_period * $clk_io_pct] -clock clk0 [all_outputs]
==> Implementation_results.wiki <==
=== Physical design figures ===
{| class="wikitable"
! Metric !! Value
|-
| Number of detailed-routing iterations run before antenna repair || 4
|-
| Global-route wire length before repair || 14500 microns
|-
| Terminating pin of the worst hold path || PC_Four[1]
|-
| Row count || 37
|-
| Layout area overhead || 63.4%
|-
| Total area of sequential cells || 0 sq um
|-
| Post-CTS sizing || 0
|-
| Routed Antenna Nets || 0
|-
| Die height || between 100 and 150 microns
|-
| Floorplan Core Area || 10400 sq um
|-
| Total die area || 15400 sq um
|-
| Actual slew at the worst max-slew pin || between 500 and 600 ps
|-
| Commonest non-fill, non-tap cells in the layout || sky130_fd_sc_hd__clkdlybuf4s50_1 (152), sky130_fd_sc_hd__and2_1 (48), sky130_fd_sc_hd__nand2_1 (41)
|-
| Setup repair after global routing missed its margin || false
|-
| Tally of clock buffers in the finished layout || 0
|-
| Number of DRC violations after detailed-routing iteration 0 || 73
|-
| Register share after synthesis || 0%
|-
| Peak supply drop || around 16 uV
|-
| CP dominant cell by count || sky130_fd_sc_hd__clkdlybuf4s50_1
|-
| Antenna violations before repair || 0
|-
| Average detailed-routed wire length per instance || 15.1 microns
|-
| Largest cells by area after synthesis || sky130_fd_sc_hd__ha_1 (16%), sky130_fd_sc_hd__and2_1 (12%), sky130_fd_sc_hd__buf_4 (7.4%), sky130_fd_sc_hd__xnor2_1 (6.8%), sky130_fd_sc_hd__a21oi_1 (6.7%)
|-
| Leakage power figure || 1.71 nW
|-
| Count of maximum capacitance violations || 0
|-
| Largest net degree at the start of global routing || 36
|-
| Max Fanout on Critical Path || 33
|-
| Fill count || about 1100
|-
| Post-place setup slack || 11980 ps
|-
| Max Clock Freq || 0.0668 GHz
|-
| Delay contributed by the slowest stage of the critical path || 530 ps
|-
| Required time of the critical path || 21600 ps
|-
| Area of the mapped netlist || 2450 sq um
|-
| Areal power density over the cells || roughly 26 nW/um^2
|-
| Number of cells in the finished layout apart from fillers || 630
|-
| Routed wl met2 || 4540 microns
|-
| Final HPWL DP || 8350 microns
|-
| Global router's overall resource usage || 11.4%
|-
| Via density per instance || 4.51
|-
| Core Util at FP || roughly a quarter
|-
| Post-layout total power || 102 uW
|-
| Chip width || around 120 microns
|-
| Data arrival, critical path || 9560 ps
|-
| # placed instances || 630
|-
| Share of the clock period used by the worst path after layout || 55.4%
|-
| # IOs || slightly above 200
|-
| Most common cell after layout, fill and taps aside || sky130_fd_sc_hd__clkdlybuf4s50_1
|-
| PortBufs || 152
|-
| Endpoints failing setup || 0
|-
| Headroom to the max-slew limit || 61.5%
|-
| Gpl congestion || between 0.7 and 0.8
|-
| Multi-input gate area || 2270 sq um
|-
| Post-synthesis cell count from yosys || 356
|-
| Total Negative Setup Slacks || 0 ps
|-
| Count of cells along the worst hold path || 2
|-
| Area figure in the yosys stat output || 2450 sq um
|-
| Post-route minimum period || around 15000 ps
|-
| Diodes inserted || 0
|-
| Critical path start-end classification || input pin to output pin
|-
| Ordered list of cells on the worst path || clkdlybuf4s50_1 -> buf_4 -> mux2_2 -> ha_1 -> fa_1 -> a21o_1 -> a221oi_2 -> o31a_1 -> nor3_1 -> a31oi_2 -> mux2i_1 -> a2111oi_2 -> clkdlybuf4s50_1
|-
| Yosys warning total || 0
|-
| Critical hold path startpoint || Cur_PC[1]
|-
| Unique masters post-synth || between 50 and 60
|-
| Highest metal layer with signal wires || met3
|-
| Met1 wire length || between 4000 and 5000 microns
|-
| Startpoint kind of the worst setup timing path || input pin
|-
| Drc violations || 0
|-
| Worst Hold Class || input pin to output pin
|-
| Worst-case setup margin in the final layout || roughly 12000 ps
|-
| GRT overflow || 0
|-
| Detailed Route WL || 9520 microns
|-
| Via count of the routed design || 2841
|-
| Flop count || 0
|-
| Share of the core filled with cells || between 30% and 40%
|-
| Buffers inserted during post-CTS setup optimization || 0
|-
| Post-synthesis cell count || about 360
|-
| Number of global-route vias before repair || 2955
|-
| Cell type with the largest total area || sky130_fd_sc_hd__ha_1
|-
| Hold buffers post-CTS || 0
|-
| Area share of the largest cell type after synthesis || 16.3%
|-
| Buffer and inverter count on the worst path || 3
|-
| Outcome || completed
|-
| Post-synthesis average cell area || 6.88 sq um
|-
| OpenROAD warnings || between 60 and 70
|-
| Pins Over Slew Limit || 0
|-
| Max stage delay cell, worst path || sky130_fd_sc_hd__clkdlybuf4s50_1
|-
| Met3 wire length || 925 microns
|-
| Hold Violations, Final || 0
|-
| CP top delay family || AND-OR/OR-AND gates
|-
| Fraction of final layout cells with drive strength greater than 1 || 4.25%
|-
| Worst Setup End Kind || output pin
|}
[synthesized netlist by cell type, types with 2 or more instances]
library cell	instances
sky130_fd_sc_hd__o21a_1	3
sky130_fd_sc_hd__clkbuf_1	10
sky130_fd_sc_hd__a21o_1	10
sky130_fd_sc_hd__a31oi_1	6
sky130_fd_sc_hd__and2_1	48
sky130_fd_sc_hd__mux2i_1	5
sky130_fd_sc_hd__xor2_1	15
sky130_fd_sc_hd__nand2_1	41
sky130_fd_sc_hd__a211oi_1	2
sky130_fd_sc_hd__and3_1	3
sky130_fd_sc_hd__or4_1	2
sky130_fd_sc_hd__a21oi_1	33
sky130_fd_sc_hd__nand2b_1	5
sky130_fd_sc_hd__o21bai_1	5
sky130_fd_sc_hd__nand4_1	5
sky130_fd_sc_hd__nor2_1	13
sky130_fd_sc_hd__nand3_1	4
sky130_fd_sc_hd__buf_4	24
sky130_fd_sc_hd__inv_1	7
sky130_fd_sc_hd__xnor2_1	19
sky130_fd_sc_hd__ha_1	32
sky130_fd_sc_hd__nor3_1	7
sky130_fd_sc_hd__and4_1	2
sky130_fd_sc_hd__mux2_2	8
sky130_fd_sc_hd__o21ai_0	19
sky130_fd_sc_hd__buf_2	2
[power breakdown]
group / internal [mW] / switching, mW
Combinational: 0.0639 / 0.0382
Sequential: 0 / 0
Clock: 0 / 0
Total: 0.0639 / 0.0382
[cell type report]
cell class / count / area share (%)
Timing Repair Buffer: 154 / 38.4
Multi-Input combinational cell: 333 / 56.7
Inverter: 7 / 0.656
Tap cell: 136 / 4.25
[kinds of logic after synthesis]
group,count (synthesis),share of synthesized area (%)
mux,13,5.72
buf+inv,44,10.5
other cells,1,0.153
simple gates,136,29.2
xor+xnor,34,12.2
fa+ha+maj,33,17.2
compound gates,95,25.1
[how the worst max path moves through the flow]
stage / endpoint / depth (start not counted) / startpoint
finish: BrPC[28] / 13 / JalrSel
global route: BrPC[28] / 13 / JalrSel
CTS: BrPC[28] / 13 / JalrSel
[routing by layer]
metal	track usage [%]	vias up
met3	3.63	0
met5	0	-
met4	0	0
met1	14.0	1258
li1	-	1493
met2	20.3	90
[per-stage QoR]
stage	hold WS [ps]	instance area, sq um
after CTS	11640	4000
after global routing	11650	4000
after floorplan	10820	2530
after global placement	11630	4000
after detailed placement	11640	4000
final	11630	4000
No activity file was given, so power comes from the tool's default toggle rates.
