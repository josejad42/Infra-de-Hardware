## design/flow/run.sh

```bash
#!/bin/bash
# OpenROAD 26Q1-2900-gdf79404cd8, Yosys 0.63+post, stock flow scripts
make -C /OpenROAD-flow-scripts/flow DESIGN_CONFIG=/design/flow/config.mk WORK_HOME=/design/flow/orfs finish
```

## design/flow/config.mk

```make
export PLATFORM = sky130hd
export DESIGN_NAME = alu
export DESIGN_NICKNAME = alu
export VERILOG_FILES = /design/flow/design.v
export SDC_FILE = /design/flow/constraint.sdc
export NUM_CORES = 4
export LEC_CHECK = 1
export CORE_UTILIZATION = 40
```

## design/flow/constraint.sdc

```tcl
current_design alu

set clk_period 19.1
set clk_io_pct 0.2

create_clock -name clk0 -period $clk_period

set non_clock_inputs [all_inputs -no_clocks]
set_input_delay [expr $clk_period * $clk_io_pct] -clock clk0 $non_clock_inputs
set_output_delay [expr $clk_period * $clk_io_pct] -clock clk0 [all_outputs]
```

## design/flow/design.v

```verilog
package Pipe_Buf_Reg_PKG;
  typedef struct packed {
    logic [8:0]  Curr_Pc;
    logic [31:0] Curr_Instr;
  } if_id_reg;
  typedef struct packed {
    logic        ALUSrc;
    logic        MemtoReg;
    logic        RegWrite;
    logic        MemRead;
    logic        MemWrite;
    logic [1:0]  ALUOp;
    logic        Branch;
    logic        JalSel;
    logic        JalrSel;
    logic [8:0]  Curr_Pc;
    logic [31:0] RD_One;
    logic [31:0] RD_Two;
    logic [4:0]  RS_One;
    logic [4:0]  RS_Two;
    logic [4:0]  rd;
    logic [31:0] ImmG;
    logic [2:0]  func3;
    logic [6:0]  func7;
    logic [31:0] Curr_Instr;
  } id_ex_reg;
  typedef struct packed {
    logic        RegWrite;
    logic        MemtoReg;
    logic        MemRead;
    logic        MemWrite;
    logic [31:0] Pc_Imm;
    logic [31:0] Pc_Four;
    logic [31:0] Imm_Out;
    logic [31:0] Alu_Result;
    logic [31:0] RD_Two;
    logic [4:0]  rd;
    logic [2:0]  func3;
    logic [6:0]  func7;
    logic [31:0] Curr_Instr;
  } ex_mem_reg;
  typedef struct packed {
    logic        RegWrite;
    logic        MemtoReg;
    logic [31:0] Pc_Imm;
    logic [31:0] Pc_Four;
    logic [31:0] Imm_Out;
    logic [31:0] Alu_Result;
    logic [31:0] MemReadData;
    logic [4:0]  rd;
    logic [31:0] Curr_Instr;
  } mem_wb_reg;
endpackage
`timescale 1ns / 1ps
module alu#(
        parameter DATA_WIDTH = 32,
        parameter OPCODE_LENGTH = 4
        )
        (
        input logic [DATA_WIDTH-1:0]    SrcA,
        input logic [DATA_WIDTH-1:0]    SrcB,
        input logic [OPCODE_LENGTH-1:0]    Operation,
        output logic[DATA_WIDTH-1:0] ALUResult
        );
        always_comb
        begin
            case(Operation)
            4'b0000:         
                    ALUResult = SrcA & SrcB;
	    4'b0001:         
                    ALUResult = SrcA | SrcB;
	    4'b0010:         
                    ALUResult = SrcA + SrcB;
            4'b0101:         
                    ALUResult = SrcA ^ SrcB;
	    4'b0110:         
		    ALUResult = SrcA - SrcB;
	    4'b0111:	      
		    ALUResult = SrcA << SrcB[4:0];
            4'b1000:         
                    ALUResult = (SrcA == SrcB) ? 1 : 0;
	    4'b1001:        
		    ALUResult = (SrcA != SrcB) ? 1 : 0;
	    4'b1010:        
                    if(SrcA[31] == 1 && SrcB[31] == 0)
			ALUResult = 0;
		    else if(SrcA[31] == 0 && SrcB[31] == 1)
			ALUResult = 1;
		    else
		    ALUResult = (SrcA >= SrcB) ? 1 : 0;
	    4'b1100:         
                    if(SrcA[31] == 1 && SrcB[31] == 0)
			ALUResult = 1;
		    else if(SrcA[31] == 0 && SrcB[31] == 1)
			ALUResult = 0;
		    else
		    ALUResult = (SrcA < SrcB) ? 1 : 0;
	    4'b1110:	     
		    ALUResult = SrcA >>> SrcB[4:0];
	    4'b1111:	     
		    ALUResult = SrcA >> SrcB[4:0];
	    4'b1011:        
		    ALUResult = SrcB;
            4'b0011:        
		    ALUResult = SrcA;
            default:
                    ALUResult = 0;
            endcase
        end
endmodule
```

==> flow_summary.toml <==
# generated from flow reports
[status]
status = "finished, final reports clean"

[hold_path]
min_path_type = "primary input to primary output"
hold_depth = 8
hp-start = "SrcB[0]"
hold_end = "ALUResult[0]"

[synth]
adder_share_pct = 15.13
yosysChipArea_sq_mm = 0.008367
top_area_cell = "ha_1"
synth.most_common_cell = "nor2_1"
yosysWarnings = 1
synth_cell_types = 79
ys_sh_mux_pct = 12.47
area_leaders = "ha_1 15%, a21oi_1 7.1%, o21ai_0 6.3%"
ys_seq_share_pct = 0
aoi_share_pct = 38.33
yosys_cells = 1273
netlist.area_leader.share_pct = 14.66
netlist_area_sq_mm = 0.008367
syn_avg_cell_area_sq_um = 6.572
common_cells = "121 x nor2_1, 119 x a21oi_1, 107 x nand2_1, 105 x o21ai_0, 98 x ha_1"
simple_gate_area_share_pct = 21.91
logic_family = "AND-OR/OR-AND gates"
synth-xor-area-share_pct = 2.826
syn_inst = 1273

[drt]
drtIter0Drc = 1285
drc = 0
dr.pass1.iters = 6
dr_total_vias = 10532
route.layer.met1.wl_um = 18870
routed_wirelength_um = 42390
dr_wl_met2_um = 17450
avgRoutedWirePerCell_um = 27.12
wl_met3_um = 4597
ant_nets = 0
vias_per_cell = 6.738
top_layer = "met4"
diodes = 0

[placement]
gp_congestion = 1.074
io_buffers = 100
place_inst = 1563
dp_hpwl_um = 33430

[floorplanning]
die_w_um = 146.6
chip_area_sq_mm = 0.02150
dieHeight_um = 146.6
core_sq_mm = 0.02036
rows = 52
io_pins = 100
initial_core_util_pct = 41.09

[layout]
clock_buffers = 0
syn_to_final_growth_pct = 12.88
seq_cell_count = 0
flop_area_sq_um = 0
fin_cells = 1563
post-route-util_pct = 46.38
final_layout_size_suffix_gt1_share_pct = 6.265

[grt]
grt_pass1_vias = 9652
track_usage_pct = 39.73
grt_max_degree = 71
grt_antenna_before_repair = 0
grt_overflow_total = 0
grt_first_pass_wirelength_um = 62960

[worst_setup_path]
required_ns = 15.28
critPathBufInv = 3
endpoint_kind = "primary output"
arrival_ns = 8.46
crit_start = "SrcA[13]"
cp-start-kind = "primary input"
cp_slowest_cell = "a2111oi_0"
critPathMaxFanout = 8
slowest_delay_ns = 0.82
path_cells = "clkdlybuf4s50_1, inv_1, ha_1, nor3_1, nand2_1, a2111oi_0, nor3_1, o211ai_1, a31oi_1, o31ai_1, mux2i_1, o21ai_1, clkdlybuf4s50_1"
critical_path_class = "primary input to primary output"
cpLargestDelayFamily = "AND-OR/OR-AND gates"

[sta]
hold_ws_ns = 8.701
fin_setup_tns_ns = 0
rsz0062_at_grt = "false"
maxSlewHeadroom_pct = 30.73
min_period_ns = 12.28
slew_viol_final = 0
tightest_slew_ns = 1.028
period_used_pct = 64.31
hold_viol_final = 0
setup_viol = 0
fmaxAchievable_mhz = 81.41

[pwr]
power_density_mw_per_mm2 = 31.84
worst_ir_drop_vdd_uv = 11.63
p_total_mw = 0.3007
leakagePower_nw = 3.896

[clock_tree]
postCtsHoldBufs = 0
post_cts_buffers = 0
cts_resized = 0

[job]
warnings = 98
drv_cap = 0
layout make-up:
cell class | count | area [sq um]
fill | 2084 | 10920
inverter | 99 | 371.6
multi-input combinational | 1074 | 7606
tap | 270 | 337.8
timing repair buffer | 120 | 1129
layout by cell type, fill, tap and decap left out, types with 17 or more instances in the layout:
cell type and n:
a22oi_1 17, nand3_1 28, buf_4 21, o211ai_1 31, ha_1 98, inv_1 97
nand4_1 17, nand2b_1 25, xnor2_1 24, a21oi_1 119, a211oi_1 26, nor3_1 24
nor2_1 120, o21ai_0 105, mux2i_1 48, a221oi_1 24, mux4_2 19, nand2_1 107
clkdlybuf4s50_1 95
tightest hold or removal path, stage by stage:
cell	delay (ns)
buf_2	0.13
nand2_1	0.05
o21ai_0	0.07
a221oi_1	0.08
nand3_1	0.09
nor3_1	0.09
o21ai_1	0.09
clkdlybuf4s50_1	0.46
metal layers:
metal	up-vias	global-route usage, %
li1	4801	-
met1	4964	61.37
met2	677	55.43
met3	90	7.866
met4	0	11.04
met5	-	0
worst max path at each step:
stage,to,slack [ns],depth (start not counted)
4_1_cts,ALUResult[0],7.02,15
5_1_grt,ALUResult[0],6.55,15
6_report,ALUResult[0],6.82,13
power by group:
| group | internal (mW) | leakage (nW) | switching (mW) |
|---|---|---|---|
| sequential | 0 | 0 | 0 |
| clock | 0 | 0 | 0 |
| combinational | 0.114 | 3.90 | 0.187 |
cells by family after synthesis:
group	count (synthesis)
adders and majority gates	100
xor gates and xnor gates	27
buffers and inverters	199
AOI/OAI and AO/OA	479
muxes	79
and+or+nand+nor	389
metrics by stage:
stage | area [sq um] | setup slack, ns
2_1_floorplan | 8367 | 7.994
3_3_place_gp | 9444 | 7.057
3_5_place_dp | 9444 | 7.034
4_1_cts | 9444 | 7.016
5_1_grt | 9444 | 6.547
6_report | 9444 | 6.817
Power figures rest on the tool's default switching activity, not on a simulated workload.
