File: design/flow/design.v
package Pipe_Buf_Reg_PKG;
  typedef struct packed {
    logic [8:0]  Curr_Pc;
    logic [31:0] Curr_Instr;
  } if_id_reg;
  typedef struct packed {
    logic        ALUSrc;
    logic        MemtoReg;
    logic        RegWrite;
    logic        MemRead;
    logic        MemWrite;
    logic [1:0]  ALUOp;
    logic        Branch;
    logic        JalSel;
    logic        JalrSel;
    logic [8:0]  Curr_Pc;
    logic [31:0] RD_One;
    logic [31:0] RD_Two;
    logic [4:0]  RS_One;
    logic [4:0]  RS_Two;
    logic [4:0]  rd;
    logic [31:0] ImmG;
    logic [2:0]  func3;
    logic [6:0]  func7;
    logic [31:0] Curr_Instr;
  } id_ex_reg;
  typedef struct packed {
    logic        RegWrite;
    logic        MemtoReg;
    logic        MemRead;
    logic        MemWrite;
    logic [31:0] Pc_Imm;
    logic [31:0] Pc_Four;
    logic [31:0] Imm_Out;
    logic [31:0] Alu_Result;
    logic [31:0] RD_Two;
    logic [4:0]  rd;
    logic [2:0]  func3;
    logic [6:0]  func7;
    logic [31:0] Curr_Instr;
  } ex_mem_reg;
  typedef struct packed {
    logic        RegWrite;
    logic        MemtoReg;
    logic [31:0] Pc_Imm;
    logic [31:0] Pc_Four;
    logic [31:0] Imm_Out;
    logic [31:0] Alu_Result;
    logic [31:0] MemReadData;
    logic [4:0]  rd;
    logic [31:0] Curr_Instr;
  } mem_wb_reg;
endpackage
`timescale 1ns / 1ps
module RegFile #(
    parameter DATA_WIDTH = 32,   
    parameter ADDRESS_WIDTH = 5,   
    parameter NUM_REGS = 32
) (
    input clk,   
    input rst,   
    input rg_wrt_en,   
    input  [ADDRESS_WIDTH-1:0] rg_wrt_dest,  
    input [ADDRESS_WIDTH-1:0] rg_rd_addr1,   
    input [ADDRESS_WIDTH-1:0] rg_rd_addr2,   
    input  [DATA_WIDTH-1:0] rg_wrt_data,  
    output logic [DATA_WIDTH-1:0] rg_rd_data1,   
    output logic [DATA_WIDTH-1:0] rg_rd_data2    
);
  integer i;
  logic [DATA_WIDTH-1:0] register_file[NUM_REGS-1:0];
  always @(negedge clk) begin
    if (rst == 1'b1) for (i = 0; i < NUM_REGS; i = i + 1) register_file[i] <= 0;
    else if (rst == 1'b0 && rg_wrt_en == 1'b1) begin
      register_file[rg_wrt_dest] <= rg_wrt_data;
    end
  end
  assign rg_rd_data1 = register_file[rg_rd_addr1];
  assign rg_rd_data2 = register_file[rg_rd_addr2];
endmodule
File: design/flow/run.sh
#!/bin/bash
# OpenROAD 26Q1-2900-gdf79404cd8, Yosys 0.63+post, stock flow scripts
make -C /OpenROAD-flow-scripts/flow DESIGN_CONFIG=/design/flow/config.mk WORK_HOME=/design/flow/orfs finish
File: design/flow/config.mk
export PLATFORM = sky130hd
export DESIGN_NAME = RegFile
export DESIGN_NICKNAME = RegFile
export VERILOG_FILES = /design/flow/design.v
export SDC_FILE = /design/flow/constraint.sdc
export NUM_CORES = 4
export LEC_CHECK = 1
export CORE_UTILIZATION = 40
File: design/flow/constraint.sdc
current_design RegFile

set clk_period 15.5
set clk_io_pct 0.2

create_clock -name clk0 -period $clk_period [get_ports {clk}]

set non_clock_inputs [all_inputs -no_clocks]
set_input_delay [expr $clk_period * $clk_io_pct] -clock clk0 $non_clock_inputs
set_output_delay [expr $clk_period * $clk_io_pct] -clock clk0 [all_outputs]
==> results.json <==
{
  "status": "finished, final reports clean",
  "gp_congestion": 0.9212,
  "chip_area_um2": 142000,
  "dominantRegCellSynth": "sky130_fd_sc_hd__edfxtp_1",
  "setup.worst_path.end_class": "primary output",
  "total_leakage_power_nw": 29.95,
  "synthesis.area_per_instance_um2": 12.11,
  "post_route_cells_drive_above_1_share_pct": 7.595,
  "net-switching-power_mw": 2.430,
  "post_synth_inst_count": 4641,
  "drc": 0,
  "fin_tns_setup_ps": 0,
  "detailedRoute.firstPassIterationCount": 5,
  "cts-hold-fix-buffers": 0,
  "tool_warnings": 1027,
  "cts_num_sinks": 1024,
  "grt_remaining_overflow": 0,
  "reg_top3": "register_file (1024)",
  "die_h_um": 376.8,
  "synth_chip_area_um2": 56200,
  "swShare_pct": 30.05,
  "comb_power_share_pct": 9.8,
  "clkSlewWorstSetupHoldPaths_ps": 30,
  "flow.area_growth_from_synthesis_pct": 19.21,
  "p_per_area_nw_per_um2": 120.7,
  "yosys_register_bits": 1024,
  "seq_power_share_pct": 40.8,
  "finalSetupViolations": 0,
  "port_buffers": 113,
  "synth.distinct_cells": 31,
  "wire_length_of_the_first_global_routing_pass_mm": 278.7,
  "initCoreUtil_pct": 40.28,
  "vias": 41520,
  "io_pins": 114,
  "grt_max_degree": 84,
  "setup.worst_path.start_class": "flop",
  "rsz0062_at_grt": "no",
  "registers.top_by_ff_count": "register_file",
  "min-delay-path-class": "input pin to primary output",
  "critPathArrivalTime_ps": 10600,
  "grt_pass1_vias": 44630,
  "cts_max_level": 3,
  "postCtsSetupBuffers": 0,
  "clk_path_buf_depth": 3,
  "critical_path.max_fanout": 2,
  "hold-path-endpoint": "rg_rd_data1[18]",
  "min-delay-start": "rg_rd_addr1[1]",
  "syn-cell-area_um2": 56200,
  "fp.dieW_um": 376.8,
  "min_delay_path_depth": 6,
  "tritoncts": "yes",
  "worstPathRequired_ps": 12400,
  "detail_route_antenna_nets": 0,
  "enable_flop_cells": 1024,
  "ys_seq_share_pct": 54.72,
  "worst-setup-path-type": "flop to primary output",
  "rows": 137,
  "synth-cells-yosys": 4641,
  "first_iter_violations": 2709,
  "maxCapViolCount": 0,
  "antenna_found_initial": 10,
  "core_area_um2": 139500,
  "ctsRootBufferMaster": "sky130_fd_sc_hd__clkbuf_16",
  "intPower_mw": 5.656,
  "post_drt_via_cell_ratio": 5.469,
  "ir_drop_mv": 0.09346,
  "postCtsResizedCells": 0,
  "largest_register_ff_count": 1024,
  "timing.slew.headroom_pct": 37.52,
  "whs_ps": 7445,
  "global_route.usage.total_pct": 29.25,
  "ys_async_sr_fraction_pct": 0,
  "timing_max_transition_violations_final": 0,
  "number_of_warning_messages_in_the_yosys_log": 1,
  "totalWireLength_mm": 194.5,
  "routed_wire_length_per_instance_um": 25.62,
  "max_slew.worst_pin.slew_ps": 937.2,
  "hpwl_mm": 111.0,
  "clkPwrFrac_pct": 49.4,
  "timing.final.hold_violations": 0,
  "cts_made_buffers": 118
}
per-layer routing:
metal	GRT usage, %	up-vias	wire length, um
met1	34.95	20050	71360
met5	0.4460	-	73
met3	17.27	415	24150
met2	42.96	2104	90920
li1	-	18950	-
met4	13.72	8	8007
metrics by stage:
step                      util, %  worst slack, ps  power (mW)  area, um^2  std cells
after global routing        48.01             1683       8.562       66990       7591
final                       48.01             1796       8.086       66990       7592
after detailed placement    42.30             1260       4.507       59020       6345
after CTS                   48.01             1728       8.193       66990       7590
after floorplan                 -             2978       4.162       56200       4641
after global placement      42.30             1142       4.499       59020       6345
worst max path at each step:
| stage | startpoint | endpoint |
|---|---|---|
| after CTS | register_file[0][28] | rg_rd_data1[28] |
| after global routing | register_file[0][28] | rg_rd_data2[28] |
| final | register_file[0][28] | rg_rd_data1[28] |
cell type report:
class | count | area [um^2]
repair buffers | 276 | 2490
clock inverters | 1127 | 4991
fillers | 12160 | 72540
well taps | 1876 | 2347
multi-input cells | 3168 | 23430
flip-flops and latches | 1024 | 30750
clock buffers | 119 | 2978
diodes | 2 | 5.005
synthesized netlist by cell type (2+ instances only):
cell / n / share of area [%]
sky130_fd_sc_hd__nand3b_1: 3 / 0.040
sky130_fd_sc_hd__nand2b_1: 5 / 0.056
sky130_fd_sc_hd__buf_6: 18 / 0.36
sky130_fd_sc_hd__or2_2: 34 / 0.38
sky130_fd_sc_hd__nor2b_1: 5 / 0.056
sky130_fd_sc_hd__buf_4: 83 / 1.1
sky130_fd_sc_hd__a22o_1: 128 / 2.0
sky130_fd_sc_hd__and2_1: 1026 / 11
sky130_fd_sc_hd__clkbuf_1: 247 / 1.6
sky130_fd_sc_hd__nor2_2: 13 / 0.14
sky130_fd_sc_hd__nand2_1: 196 / 1.3
sky130_fd_sc_hd__nor2_1: 15 / 0.10
sky130_fd_sc_hd__a22oi_1: 192 / 2.6
sky130_fd_sc_hd__nor3_1: 64 / 0.57
sky130_fd_sc_hd__or3b_4: 2 / 0.040
sky130_fd_sc_hd__nor2_8: 2 / 0.071
sky130_fd_sc_hd__edfxtp_1: 1024 / 55
sky130_fd_sc_hd__mux2i_1: 1024 / 18
sky130_fd_sc_hd__a21oi_1: 192 / 1.7
sky130_fd_sc_hd__nor2_4: 6 / 0.12
sky130_fd_sc_hd__buf_1: 25 / 0.17
sky130_fd_sc_hd__buf_2: 53 / 0.47
sky130_fd_sc_hd__clkbuf_2: 21 / 0.19
sky130_fd_sc_hd__nand3_1: 193 / 1.7
sky130_fd_sc_hd__a31oi_1: 64 / 0.71
critical path, cell delays in order (launching register included):
cell and delay [ps]:
sky130_fd_sc_hd__edfxtp_1 340, sky130_fd_sc_hd__mux2i_1 80, sky130_fd_sc_hd__a22o_1 270, sky130_fd_sc_hd__nor3_1 540, sky130_fd_sc_hd__a31oi_1 150, sky130_fd_sc_hd__nand3_1 230, sky130_fd_sc_hd__clkdlybuf4s50_1 510
logic make-up after synthesis:
logic type / share of synthesized area, %
AND-OR/OR-AND: 6.982
AND/OR/NAND/NOR: 16.10
multiplexers: 18.24
buffers and inverters: 3.965
flip-flops: 54.72
power groups by stage:
stage / Combinational (mW) / Clock [mW] / Sequential, mW
final: 0.792 / 3.99 / 3.30
after CTS: 0.787 / 4.11 / 3.30
after global routing: 0.837 / 4.41 / 3.31
cells in the final DEF, fill, tap and decap left out, types with 10 or more instances in the layout:
cell	count
sky130_fd_sc_hd__inv_1	1062
sky130_fd_sc_hd__and2_1	1024
sky130_fd_sc_hd__mux2i_1	1024
sky130_fd_sc_hd__edfxtp_1	1024
sky130_fd_sc_hd__nand2_1	194
sky130_fd_sc_hd__nand3_1	193
sky130_fd_sc_hd__a22oi_1	192
sky130_fd_sc_hd__a21oi_1	192
sky130_fd_sc_hd__buf_4	153
sky130_fd_sc_hd__a22o_1	128
sky130_fd_sc_hd__clkbuf_16	119
sky130_fd_sc_hd__clkdlybuf4s50_1	111
sky130_fd_sc_hd__nor3_1	64
sky130_fd_sc_hd__a31oi_1	64
sky130_fd_sc_hd__or2_2	34
sky130_fd_sc_hd__nor2_4	32
sky130_fd_sc_hd__clkinvlp_2	28
sky130_fd_sc_hd__bufinv_16	24
sky130_fd_sc_hd__buf_12	10
Power and IR drop assume default switching activity.
